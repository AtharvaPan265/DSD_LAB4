`/design/flow/config.mk`:
```
export PLATFORM = sky130hd
export DESIGN_NAME = Lab4
export DESIGN_NICKNAME = Lab4
export VERILOG_FILES = /design/flow/design.v
export SDC_FILE = /design/flow/constraint.sdc
export NUM_CORES = 4
export LEC_CHECK = 1
export CORE_UTILIZATION = 50
```
`/design/flow/constraint.sdc`:
```
current_design Lab4

set clk_period 5.9
set clk_io_pct 0.2

create_clock -name clk0 -period $clk_period [get_ports {clk}]

set non_clock_inputs [all_inputs -no_clocks]
set_input_delay [expr $clk_period * $clk_io_pct] -clock clk0 $non_clock_inputs
set_output_delay [expr $clk_period * $clk_io_pct] -clock clk0 [all_outputs]
```
`/design/flow/design.v`:
```
module d_ff (
  input  wire clk, rst,
  input  wire d,
  output wire q
);
	always@(posedge clk) begin
		q = rst ? 1'b0 : d;
	end
endmodule
typedef enum {
	noSword,
	hasSword
} state_sw;
module sword (
  input  wire clk, rst,
  input  wire sw,
  output wire v
);
wire t_v;
state_sw curr, next;
d_ff dff_vorpal_sword (clk, rst, t_v , v); 
initial begin
	curr <= noSword;
	next <= noSword;
	t_v  <= 1'b0;
end
always@(posedge clk) begin
	if (rst) begin
		next <= noSword;
		curr <= noSword;
		t_v  <= 1'b0;
	end else begin
		curr <= next;
		case (curr)
			noSword: begin
				t_v <= 1'b0;
				if (sw) begin
					next <= hasSword;
				end else begin
					next <= curr;
				end
			end	hasSword: begin
				t_v  <= 1'b1;
				next <= curr;
			end	default: begin
				next <= noSword;
			end
		endcase
	end
end
endmodule
typedef enum {
	cave_of_cacophony,
	twisty_tunnel,
	rapid_river,
	secret_sword_stash,
	dragons_den,
	victory_vault,
	grievous_graveyard
} state_rm;
module room (
  input  wire clk, rst,
  input  wire n, s, e, w,
  input  wire v,
  output wire sw,
  output reg  s0, s1, s2, s3, s4, s5, s6,
  output reg  win, d,
  output reg [0:6] seven_seg 
);
state_rm curr, next;
wire t_s0, t_s1, t_s2, t_s3, t_s4, t_s5, t_s6;
d_ff dff_cave_of_cacophony (clk, rst, t_s0 , s0); 
d_ff dff_twisty_tunnel (clk, rst, t_s1, s1); 
d_ff dff_rapid_river (clk, rst, t_s2, s2);
d_ff dff_secret_sword_stash (clk, rst, t_s3, s3);
d_ff dff_dragons_den (clk, rst, t_s4, s4);
d_ff dff_victory_vault (clk, rst, t_s5, s5);
d_ff dff_grievous_graveyard (clk, rst, t_s6, s6);
assign win = t_s5;
assign sw  = t_s3; 
assign d   = t_s6;
initial begin
		curr <= cave_of_cacophony;
		next <= cave_of_cacophony;
		t_s0 <= 1'b0; 
		t_s1 <= 1'b0; 
		t_s2 <= 1'b0; 
		t_s3 <= 1'b0; 
		t_s4 <= 1'b0; 
		t_s5 <= 1'b0; 
		t_s6 <= 1'b0; 
end
always@(posedge clk) begin
	if (rst) begin
		curr <= cave_of_cacophony;
		next <= cave_of_cacophony;
		t_s0 <= 1'b0; 
		t_s1 <= 1'b0; 
		t_s2 <= 1'b0; 
		t_s3 <= 1'b0; 
		t_s4 <= 1'b0; 
		t_s5 <= 1'b0; 
		t_s6 <= 1'b0; 
	end else begin
		curr = next;
		case (curr)
			cave_of_cacophony: begin 
				t_s0 = 1'b1;
				if (e && !(n || s || w)) begin
					next = twisty_tunnel;
					t_s0 = 1'b0;
				end else begin
					next = cave_of_cacophony;
				end
			end	twisty_tunnel: begin 
				t_s1 = 1'b1;
				if (s && !(n || e || w)) begin
					next = rapid_river;
					t_s1 = 1'b0;
				end else if (w && !(n || s || e)) begin 
					next = cave_of_cacophony;
					t_s1 = 1'b0;
				end else begin
					next = twisty_tunnel;
				end
			end	rapid_river: begin
				t_s2 = 1'b1;
				if (w && !(n || s || e)) begin
					next = secret_sword_stash;
					t_s2 = 1'b0;
				end else if ((s && e) && !(n || w)) begin
					next = dragons_den;
					t_s2 = 1'b0;
				end else if (n && !(s || e || w)) begin	
					next = twisty_tunnel;
					t_s2 = 1'b0;
				end else begin
					next = rapid_river;
				end
			end	secret_sword_stash: begin 
				t_s3 = 1'b1;
				if (e && !(n || s || w)) begin
					next = rapid_river;
					t_s3 = 1'b0;
				end else begin
					next = secret_sword_stash;
				end
			end dragons_den: begin 
				t_s4 = 1'b1;
				if (v) begin
					next = victory_vault;
				end else begin
					next = grievous_graveyard;
				end
			end	victory_vault: begin 
				t_s4 = 1'b0;
				t_s5 = 1'b1;
			end	grievous_graveyard: begin 
				t_s4 = 1'b0;
				t_s6 = 1'b1;
			end	default: begin
				next <= cave_of_cacophony;
			end
		endcase
		case ({t_s0,t_s1,t_s2,t_s3,t_s4,t_s5,t_s6})
			7'b1000000: seven_seg = 7'b0000001;  
			7'b0100000: seven_seg = 7'b1001111;  
			7'b0010000: seven_seg = 7'b0010010;  
			7'b0001000: seven_seg = 7'b0000110;  
			7'b0000100: seven_seg = 7'b1001100;  
			7'b0000010: seven_seg = 7'b0100100;  
			7'b0000001: seven_seg = 7'b0100000;  
		endcase
	end
end
endmodule
module Lab4 (
  input  wire clk, rst,
  input  wire n, s, e, w,
  output reg s0, s1, s2, s3, s4, s5, s6,
  output sw, v,
  output reg  win, d,
  output wire [0:6] seven_seg
);  
wire t_sw, t_v;
assign sw = t_sw;
assign v  = t_v;
room room_t(clk, rst, n, s, e, w, t_v, t_sw, s0, s1, s2, s3, s4, s5, s6, win, d, seven_seg);
sword sword_t(clk, rst, t_sw, t_v);
endmodule
```
`/design/flow/run.sh`:
```
#!/bin/bash
# OpenROAD 26Q1-2900-gdf79404cd8, Yosys 0.63+post, stock flow scripts
make -C /OpenROAD-flow-scripts/flow DESIGN_CONFIG=/design/flow/config.mk WORK_HOME=/design/flow/orfs finish
```
==> run notes <==
run metrics: initial cell density of the core 0.524, area grow syn2layout 18.7%, area of the core 5540 um^2, count of distinct cell types in the synthesized netlist 51, total congestion overflow after global routing 0, TritonCTS clock tree done, crit-path max FO 10, maximum ir drop on the vdd rail 0.000185 V, leakage 1.34 nW, chip area 6110 um^2, count of buffers from port buffering 23, element type at the critical path start primary input, H-tree levels 3, number of synthesized flops with an enable pin 6, max-cap violation count 0, clock skew 0.00707 ns, yosys cell count 255, Inserted Clock Buffers 9, total power density per cell area 306 nW/um^2, dominant register cell in the synthesized netlist sky130_fd_sc_hd__dfxtp_1, origin of the worst setup path e, synth warn 40, cell row count 27, Mean Syn Cell Area 11.4 um^2, Data arrival, critical path 3.82 ns, Critical Path End room_t.seven_seg[1]$_DFFE_PP_, RSZ-0062 raised after global routing no, Worst R2R End room_t.seven_seg[1]$_DFFE_PP_, final count of hold timing violations 0, Final setup viols 0, I/O pin cnt 24, remaining design rule violation count 0, r2r worst-path depth 5, start of the worst register-to-register path room_t.next[2]$_SDFFE_PP0N_, category of the critical setup timing path in -> reg, drt wl/cell 11.0 um, Pre-antenna DRT Iters 6, period utilisation layout 0.653, count of hold buffers inserted by post-cts repair 0, detailed-route wire length 4210 um, width of the chip 78.2 um, post-cts gate resize count 0, result of the run completed, number of warnings in the stage logs 26, slew of the pin with the lowest slew margin 0.862 ns, sequential element share of the synthesized area 0.635, clock-pin slew on the worst setup and hold paths 0.09 ns, number of clock sinks 89, hpwl dp 2590 um, netlist area before placement 2900 um^2, Synth Register Bits 89, Hold WC Path Type reg -> reg, Ant. Diodes 0, list of cells traversed by the critical path clkdlybuf4s50_1 > or4b_1 > mux2i_4 > nand2_1 > o22a_1 > o32ai_1, CTS Root Cell sky130_fd_sc_hd__clkbuf_8, share of async-settable or async-resettable flops after synthesis 0, clock latency of the later-clocked register in the worst-skew pair 0.34 ns, peak per-stage delay on the critical path 0.72 ns, vias in the first global route 1635, DRC violation total after the first TritonRoute iteration 91, worst reg2reg setup slack 2.92 ns, largest net degree at the start of global routing 55, initial antenna violation count 0, first-pass GRT wire length 7310 um, capturing element type of the critical path flip-flop, overall fraction of global-route tracks in use 0.156, vias per cell 4.63, buffer levels on the longest clock path 2, Vias 1770, final weighted congestion in routability-driven placement 0.824, critical path data required time 5.87 ns, top achievable clock speed 0.260 GHz, min Tclk post-route 3.85 ns, synthesized chip area reported by yosys 2900 um^2, die height 78.2 um, post-CTS setup buffers 0, cell with the largest stage delay on the worst path sky130_fd_sc_hd__o32ai_1, cells after synthesis 255, Antenna Violating Nets Remaining 0, post-layout utilization of the core 0.622, final number of max-transition violations 0, slew margin rel. 0.424, cell count of the worst hold path 1, layout cell share with drive strength beyond 1 0.0742, accumulated negative setup slack 0 ns
==> through the flow <==
stage,worst slack (ns),power (mW),hold slack (ns),std cells,area [um^2]
6_report,2.05,1.06,0.433,382,3440
5_1_grt,1.91,1.11,0.449,382,3440
4_1_cts,2.10,1.07,0.437,382,3440
3_5_place_dp,1.75,0.702,0.420,366,3260
3_3_place_gp,1.77,0.701,0.418,366,3260
2_1_floorplan,2.44,0.686,0.414,285,3010
==> cells by family after synthesis <==
| family | share of synthesized area |
|---|---|
| other | 0.00129 |
| flip-flops | 0.635 |
| multiplexers | 0.0147 |
| AND/OR/NAND/NOR | 0.220 |
| buffers and inverters | 0.0263 |
| AND-OR/OR-AND | 0.0910 |
| XOR/XNOR | 0.0121 |
==> metal layers <==
| layer | share of wire | GRT usage | wire length (um) | up-vias |
|---|---|---|---|---|
| li1 | - | - | - | 951 |
| met4 | 0.015 | 0.0333 | 62 | 0 |
| met3 | 0.031 | 0.0283 | 129 | 6 |
| met2 | 0.43 | 0.234 | 1790 | 20 |
| met1 | 0.53 | 0.254 | 2220 | 793 |
| met5 | 0 | 0 | 0 | - |
==> state kept, by name, summed over array words and instances (netlist names), 3 cells and up <==
signal            cells
sword_t.curr         32
sword_t.next         32
room_t.seven_seg      6
room_t.next           3
==> final cells by class <==
class / instances / area, um^2
Fill cell: 459 / 2100
Sequential cell: 89 / 1840
Multi-Input combinational cell: 180 / 1100
Timing Repair Buffer: 24 / 233
Clock buffer: 11 / 141
Tap cell: 72 / 90.1
Clock inverter: 5 / 38.8
Inverter: 1 / 3.75
==> power by group <==
group / switching (mW) / internal [mW] / total (mW)
clock network: 0.202 / 0.167 / 0.369
registers: 0.00717 / 0.633 / 0.641
logic: 0.0231 / 0.0229 / 0.0459
total: 0.232 / 0.823 / 1.06
==> cell usage in the layout (no fill, tap or decap), types with 5 or more instances in the layout <==
cell                              synthesis  layout
sky130_fd_sc_hd__edfxtp_1                 6       6
sky130_fd_sc_hd__conb_1                   1      31
sky130_fd_sc_hd__nand2_1                  5       5
sky130_fd_sc_hd__dfxtp_1                 83      83
sky130_fd_sc_hd__a21oi_1                 10      10
sky130_fd_sc_hd__nor4_1                  10      10
sky130_fd_sc_hd__clkdlybuf4s50_1          0      22
sky130_fd_sc_hd__nor2_1                  21      21
sky130_fd_sc_hd__clkbuf_8                 0      10
sky130_fd_sc_hd__nor2b_1                 42      42
==> how the worst min path moves through the flow <==
stage	slack, ns	from	end
after global routing	0.45	sword_t.next[8]$_SDFF_PP0_	sword_t.curr[8]$_SDFF_PP0_
final	0.43	sword_t.next[4]$_SDFF_PP0_	sword_t.curr[4]$_SDFF_PP0_
after CTS	0.44	sword_t.next[4]$_SDFF_PP0_	sword_t.curr[4]$_SDFF_PP0_
==> worst max-delay path: cells and delay by family <==
family	cells	cell delay [ns]
mux	1	0.31
simple gates	2	0.74
buf+inv	1	0.65
compound gates	2	0.94
==> synthesized netlist by cell type (2+ instances only) <==
cell / instances / area (um^2)
sky130_fd_sc_hd__dfxtp_1: 83 / 1660
sky130_fd_sc_hd__nor2b_1: 42 / 263
sky130_fd_sc_hd__nor2_1: 21 / 78.8
sky130_fd_sc_hd__a21oi_1: 10 / 50.1
sky130_fd_sc_hd__nor4_1: 10 / 62.6
sky130_fd_sc_hd__clkbuf_1: 9 / 33.8
sky130_fd_sc_hd__edfxtp_1: 6 / 180
sky130_fd_sc_hd__nand2_1: 5 / 18.8
sky130_fd_sc_hd__a211oi_1: 4 / 30.0
sky130_fd_sc_hd__buf_2: 4 / 20.0
sky130_fd_sc_hd__nand3_1: 3 / 15.0
sky130_fd_sc_hd__nand3b_1: 3 / 22.5
sky130_fd_sc_hd__nand4_1: 3 / 18.8
sky130_fd_sc_hd__or3_1: 3 / 18.8
sky130_fd_sc_hd__a211o_1: 2 / 17.5
sky130_fd_sc_hd__a21o_1: 2 / 15.0
sky130_fd_sc_hd__mux2i_1: 2 / 20.0
sky130_fd_sc_hd__nand2b_1: 2 / 12.5
sky130_fd_sc_hd__nor3_1: 2 / 10.0
sky130_fd_sc_hd__nor4b_1: 2 / 17.5
sky130_fd_sc_hd__o211ai_1: 2 / 15.0
sky130_fd_sc_hd__o22a_1: 2 / 17.5
sky130_fd_sc_hd__o32ai_1: 2 / 17.5
sky130_fd_sc_hd__or3b_1: 2 / 17.5
sky130_fd_sc_hd__xnor2_1: 2 / 17.5
sky130_fd_sc_hd__xor2_1: 2 / 17.5
No activity file was given, so power comes from the tool's default toggle rates.
